`flow/run.sh`:
```
#!/bin/bash
# OpenROAD 26Q1-2900-gdf79404cd8, Yosys 0.63+post, stock flow scripts
make -C /OpenROAD-flow-scripts/flow DESIGN_CONFIG=/design/flow/config.mk WORK_HOME=/design/flow/orfs finish
```
`flow/config.mk`:
```
export PLATFORM = sky130hd
export DESIGN_NAME = reg_file
export DESIGN_NICKNAME = reg_file
export VERILOG_FILES = /design/flow/design.v
export SDC_FILE = /design/flow/constraint.sdc
export NUM_CORES = 4
export LEC_CHECK = 1
export CORE_UTILIZATION = 50
```
`flow/constraint.sdc`:
```
current_design reg_file

set clk_period 9.0
set clk_io_pct 0.2

create_clock -name clk0 -period $clk_period [get_ports {clk_in}]

set non_clock_inputs [all_inputs -no_clocks]
set_input_delay [expr $clk_period * $clk_io_pct] -clock clk0 $non_clock_inputs
set_output_delay [expr $clk_period * $clk_io_pct] -clock clk0 [all_outputs]
```
`flow/design.v`:
```
module reg_file (
   input              clk_in,
   input              reset_in,
   input       [4:0]  rs1_address_in,
   input       [4:0]  rs2_address_in,
   input       [4:0]  destination_register_in,
   input       [31:0] input_data_in,
   output wire [31:0] rs1_data_out,
   output wire [31:0] rs2_data_out
 );
 integer i;
 reg [31:0] reg_file1[31:0];
 always @(posedge clk_in ) begin
    if (reset_in == 1) begin
      for (i = 0 ; i<=31 ; i=i+1) begin
         reg_file1[i]=0;
      end 
    end else begin
      reg_file1[destination_register_in] = input_data_in;
    end
 end
    assign rs1_data_out = (rs1_address_in != 0) ? reg_file1[rs1_address_in] : 0;
    assign rs2_data_out = (rs2_address_in != 0) ? reg_file1[rs2_address_in] : 0;
endmodule
```
==> results.toml <==
# synthesis and place-and-route metrics
[placed_design]
place_congestion = 0.966
placed_area_um2 = 57400
place.port_buffers = 112
place_hpwl_um = 104000

[flow_run]
warnings = 26
drv_cap = 0

[timing]
max_freq_mhz = 142
relSlewSlack_pct = 35.5
rsz0062_at_grt = "false"
tightest_slew_ns = 0.960
final_max_slew_viol_count = 0
finalHoldViolations = 0
fin_tns_setup_ns = 0
setup_viol = 0
fin_crit_ns = 7.04
period_used_pct = 78.2

[layout]
fillCellCount = 7914
drive_gt1_share_pct = 24.8
largest_reg_flops = 1024
fin_area_um2 = 60900
area_growth_pct = 11.5

[synthesis]
ys_seq_share_pct = 56.3
largest_area_cell = "edfxtp_1"
synth.area.top_cells = "edfxtp_1, mux4_2, and2_1"
top_area_share_pct = 56.3
ys_sh_xor_pct = 0
postSynth.topFlopCell = "edfxtp_1"
ys_cells = 3551
edf_count = 1024
logic_family = "multiplexers"
compound_area_share_pct = 4.16
synth_adder_area_share_pct = 0
netlist_area_um2 = 54600
synth_flops = 1024
yosysWarnings = 1
yosys-top-cells-count = "and2_1, edfxtp_1, mux4_2"
ys_types = 41
synthArstFlopShare_pct = 0
simple_gate_area_share_pct = 13.1
syn_area_per_cell_um2 = 15.4
syn_inst = 3551
ys_sh_mux_pct = 23.0
yosys_area_um2 = 54600
synthMostInstantiatedCell = "and2_1"

[drt]
firstDrtPassIters = 5
ant_nets = 0
routed_via_density = 6.58
drtIter0Drc = 2097
route.vias.total = 33100
post-route-drc-count = 0
routedWlPerCell_um = 35.5
wl_um = 179000

[setup_path]
crit_fanout = 32
path_class = "in -> out"
crit_required_ns = 7.20
crit_path_end_kind = "primary output"
startpoint_type = "primary input"
critPathArrivalTime_ns = 5.24

[global_routing]
overflow = 0
antenna_found_initial = 4
grt_usage_pct = 36.6
grt_pass1_wl_um = 257000
grt_pass1_vias = 36800
grt_max_degree = 77

[floorplanning]
chipArea_um2 = 111000
fp_util_pct = 50.7
die_w_um = 333
rows = 120
core_um2 = 108000
dieHeight_um = 333
io_pins = 113

[clock_network]
cts.clk_slew.worst_paths_ns = 0.06
hold_buffers = 0
cts_setup_buffers = 0
cts_tree = "built"
h-tree-depth = 3
cts_resized = 0
numCtsBuffers = 112
clockBufferDepth = 3
clock-root-buffer = "clkbuf_16"
cts_num_sinks = 1024

[power_and_ir_drop]
vdd.ir_drop.worst_uv = 148
p_leak_nw = 20.8
p_per_area_nw_per_um2 = 191

[outcome]
status = "completed"

[worst_hold_path]
hp-class = "in -> reg"
[layout by cell type, fill, tap and decap left out, types with 6 or more instances in the layout]
cell             netlist  routed
and2_1              1028    1027
edfxtp_1            1024    1024
mux4_2               471     471
mux2i_1              153     153
buf_4                 39     143
clkbuf_16              0     117
clkdlybuf4s50_1        0     104
o22ai_1               79      79
nor3_1                52      52
a22o_1                48      48
a211oi_1              38      38
mux2_2                37      37
o21bai_4               0      32
clkinv_1               0      31
clkbuf_1             287      29
o221ai_1              26      26
nor2_2                 0      20
a22oi_1               19      19
clkinv_2               0      17
nor2_4                 0      13
a2111oi_1             12      12
nor2b_1               13      11
a21oi_1               11      11
nand2_1               10      10
a2111oi_0              9       9
bufinv_16              0       9
nand2b_1               8       8
buf_12                 0       7
or2_2                  5       6
[report_power, final]
part / internal, mW / switching (mW) / total [mW]
clock network: 2.61 / 1.87 / 4.48
registers: 5.54 / 0.147 / 5.69
logic: 0.655 / 0.829 / 1.48
total: 8.81 / 2.84 / 11.7
[per-layer routing]
layer | vias to the layer above | global-route usage [%] | wire (µm)
li1 | 13700 | - | -
met1 | 16100 | 43.0 | 53400
met2 | 2867 | 51.7 | 82100
met3 | 454 | 28.4 | 33400
met4 | 17 | 13.9 | 9220
met5 | - | 3.95 | 426
[through the flow]
stage | hold WS [ns] | instances | power, mW | utilization (%) | setup slack, ns
2_1_floorplan | 2.00 | 3551 | 6.60 | - | 3.80
3_3_place_gp | 2.76 | 4816 | 7.23 | 53.3 | 2.06
3_5_place_dp | 2.78 | 4816 | 7.25 | 53.3 | 2.07
4_1_cts | 2.04 | 5023 | 11.7 | 56.6 | 2.06
5_1_grt | 2.05 | 5023 | 12.0 | 56.6 | 1.77
6_report | 2.06 | 5026 | 11.7 | 56.6 | 1.96
[cell type report]
| cell class | instances | area (µm²) | area share, % |
|---|---|---|---|
| Tap cell | 1403 | 1760 | 2.88 |
| Clock inverter | 61 | 504 | 0.828 |
| Inverter | 1 | 3.75 | 0.00616 |
| Multi-Input combinational cell | 2128 | 22500 | 37.0 |
| Timing Repair Buffer | 260 | 2330 | 3.82 |
| Sequential cell | 1024 | 30700 | 50.5 |
| Clock buffer | 146 | 3040 | 4.98 |
| Antenna cell | 3 | 7.51 | 0.0123 |
[worst max-delay path, stage by stage]
cell and delay (ns):
clkdlybuf4s50_1 0.42, buf_4 0.23, or3_2 0.56, buf_4 0.41
o22ai_1 0.26, a2111oi_1 0.09, nor3_1 0.81, clkdlybuf4s50_1 0.63
[cells by family after synthesis]
family,count (synthesis)
mux,661
compound gates,294
buf+inv,399
simple gates,1173
flops,1024
[path summary, 6_finish.rpt]
kind	startpoint	endpoint	slack [ns]	depth (start not counted)
worst max-delay path	rs2_address_in[3]	rs2_data_out[15]	1.96	8
worst min-delay path	input_data_in[0]	reg_file1[9][0]	2.06	3
Power and IR drop assume default switching activity.
