$ cat ./run.sh
#!/bin/bash
# OpenROAD 26Q1-2900-gdf79404cd8, Yosys 0.63+post, stock flow scripts
make -C /OpenROAD-flow-scripts/flow DESIGN_CONFIG=/design/flow/config.mk WORK_HOME=/design/flow/orfs finish
$ cat ./config.mk
export PLATFORM = sky130hd
export DESIGN_NAME = immediate
export DESIGN_NICKNAME = immediate
export VERILOG_FILES = /design/flow/design.v
export SDC_FILE = /design/flow/constraint.sdc
export NUM_CORES = 4
export LEC_CHECK = 1
export CORE_AREA = 10 10 110 110
export DIE_AREA = 0 0 120 120
$ cat ./constraint.sdc
current_design immediate

set clk_period 7.0
set clk_io_pct 0.2

create_clock -name clk0 -period $clk_period

set non_clock_inputs [all_inputs -no_clocks]
set_input_delay [expr $clk_period * $clk_io_pct] -clock clk0 $non_clock_inputs
set_output_delay [expr $clk_period * $clk_io_pct] -clock clk0 [all_outputs]
$ cat ./design.v
module immediate (
   input      signed [31:0] instruction_in,
   input      signed [31:0] pc_in,
   output reg signed [31:0] I_type_imm_out,
   output reg signed [31:0] S_type_imm_out,
   output reg signed [31:0] SB_type_imm_out,
   output reg signed [31:0] UJ_type_imm_out,
   output reg signed [31:0] U_type_imm_out
 );
 reg [11:0]S_type ,SB_type, I_type;
 reg [20:0]UJ_type;
   always @(*) begin 
      SB_type[0]    = 1'b0;
      SB_type[4:1]  = instruction_in[11:8];
      SB_type[10:5] = instruction_in[30:25];
      SB_type[11]   = instruction_in[7];
      SB_type[12]   = instruction_in[31];
      UJ_type[0]     = 1'b0;
      UJ_type[10:1]  = instruction_in[30:21];
      UJ_type[11]    = instruction_in[20];
      UJ_type[19:12] = instruction_in[19:12];
      UJ_type[20]    = instruction_in[31];
      S_type[4:0]     = instruction_in[11:7] ;
      S_type[11:5]    = instruction_in[31:25];
      I_type   = instruction_in[31:20];
      I_type_imm_out  = {{20{I_type[11]}},I_type};
      S_type_imm_out  = {{20{S_type[11]}},S_type};
      SB_type_imm_out = pc_in + {{0{SB_type[12]}},SB_type};
      UJ_type_imm_out = {{0{UJ_type[21]}},UJ_type} + pc_in;
      U_type_imm_out  = {12'b0,instruction_in[31:12]} << 12;
   end
endmodule
==> impl_metrics.sql <==
-- generated from flow reports
INSERT INTO impl_metrics (metric_group, metric, value, unit) VALUES
('power', 'netSwitchingPower', '135', 'µW'),
('power', 'power.ir.vdd_worst', '0.0368', 'mV'),
('final_timing', 'timing.final.hold_violations', '0', ''),
('final_timing', 'max_clock_freq', '0.173', 'GHz'),
('final_timing', 'rsz_0062_raised_after_global_routing', 'no', ''),
('critical_path', 'critPathArrivalTime', '4.36', 'ns'),
('critical_path', 'critical_path_launch_point_type', 'input port', ''),
('final_timing', 'count_of_final_max_slew_check_failures', '0', ''),
('run_status', 'run_status', 'complete, no violations', ''),
('power', 'pwr_density_cell', '82.6', 'nW/µm²'),
('synthesis', 'synth-warning-count', '5', ''),
('synthesis', 'post_synthesis_cell_area', '2850', 'µm²'),
('job', 'drv_cap', '0', ''),
('final_timing', 'finalSetupViolations', '0', ''),
('drt', 'drtIter0Drc', '129', ''),
('placement', 'detailedPlacementHpwl', '9110', 'µm'),
('synthesis', 'yosys_area', '2850', 'µm²'),
('layout', 'area_growth_syn_to_layout', '49.3', '%'),
('synthesis', 'yosys_cells', '400', ''),
('synthesis', 'top_cells_by_area', 'buf_4, xnor2_1, ha_1, a21oi_1, xor2_1', ''),
('job', 'openroad.warnings', '39', ''),
('global_routing', 'grt_ovf', '0', ''),
('layout', 'comb_area', '2010', 'µm²'),
('critical_path', 'critical_path_required', '5.60', 'ns'),
('layout', 'drive_above_1_share', '0.0240', ''),
('layout', 'design.seq.count', '0', ''),
('drt', 'routed-via-count', '2924', ''),
('drt', 'postRouteAntennaNets', '0', ''),
('synthesis', 'synth_largest_type_area_fraction', '0.258', ''),
('layout', 'fillers', '991', ''),
('synthesis', 'yosysUniqueCellTypes', '47', ''),
('power', 'power.share.combinational', '1.000', ''),
('global_routing', 'antenna_found_initial', '0', ''),
('power', 'power_switching_share', '0.385', ''),
('floorplan', 'floorplanUtilization', '0.291', ''),
('floorplan', 'ioPinCount', '224', ''),
('layout', 'layout.clock_buffers', '0', ''),
('drt', 'wl_per_cell', '16.2', 'µm'),
('floorplan', 'die_y', '120', 'µm'),
('clock_network', 'post_cts_resized', '0', ''),
('final_timing', 'relSlewSlack', '0.550', ''),
('floorplan', 'core-area', '9770', 'µm²'),
('global_routing', 'grt_first_pass_wirelength', '16100', 'µm'),
('final_timing', 'whs', '2.80', 'ns'),
('floorplan', 'floorplan.die_area', '14400', 'µm²'),
('drt', 'diodes', '0', ''),
('synthesis', 'yosys.area.top_type', 'buf_4', ''),
('synthesis', 'synth.avg_cell_area', '7.12', 'µm²'),
('layout', 'ff_latch_area', '0', 'µm²'),
('floorplan', 'die_width', '120', 'µm'),
('hold_path', 'min_path_type', 'input port to output pin', ''),
('global_routing', 'vias_in_the_first_global_route', '2964', ''),
('critical_path', 'criticalPathCategory', 'input port to output pin', ''),
('power', 'leakagePower', '1.65', 'nW'),
('clock_network', 'cts_post_setup_buffers_inserted', '0', ''),
('drt', 'first_pass_iters', '4', ''),
('drt', 'route.final.wire_length', '10200', 'µm'),
('placement', 'gp_congestion', '0.853', ''),
('final_timing', 'tns', '0', 'ns'),
('power', 'internal_power', '216', 'µW'),
('floorplan', 'num_rows', '36', ''),
('critical_path', 'cp-end-kind', 'output pin', ''),
('final_timing', 'period_used_share', '0.823', ''),
('synthesis', 'postSynthCellCount', '400', ''),
('critical_path', 'critical_path_peak_fanout', '6', ''),
('final_timing', 'layout_min_cycle_time', '5.76', 'ns'),
('clock_network', 'ctsHoldBuffers', '0', ''),
('drt', 'detail_route.vias_per_cell', '4.63', ''),
('drt', 'detail_route.drc_violations', '0', ''),
('final_timing', 'worst-slew-pin-transition', '0.672', 'ns'),
('power', 'clockPowerShare', '0', ''),
('placement', 'portBuffers', '202', ''),
('global_routing', 'groute.usage.overall', '0.132', ''),
('synthesis', 'synth.top_cells.by_count', 'buf_4, xnor2_1, a21oi_1, ha_1, nand2_1', ''),
('synthesis', 'synthMostInstantiatedCell', 'buf_4', ''),
('power', 'power.sequential.fraction', '0', ''),
('global_routing', 'grt_max_degree', '45', ''),
('synthesis', 'yosysSeqAreaShare', '0', '');
[placed cells by master, fill, tap and decap left out, types with 2 or more instances in the layout]
| cell type | n |
|---|---|
| fa_1 | 2 |
| and3_1 | 6 |
| xnor2_1 | 41 |
| nand3_1 | 19 |
| xor2_1 | 13 |
| and4_4 | 2 |
| nand4_1 | 16 |
| conb_1 | 12 |
| nor2_1 | 18 |
| o21a_1 | 3 |
| a21o_1 | 12 |
| o311ai_0 | 3 |
| o21bai_1 | 6 |
| clkdlybuf4s50_1 | 202 |
| o211ai_1 | 2 |
| o211ai_2 | 2 |
| inv_1 | 11 |
| and2_1 | 5 |
| a211oi_1 | 5 |
| a211o_1 | 4 |
| o21ai_1 | 3 |
| a21oi_1 | 29 |
| ha_1 | 25 |
| nor3_1 | 4 |
| a31oi_1 | 4 |
| nand2_1 | 21 |
| o21ai_0 | 12 |
[logic make-up (layout without fill, tap and decap cells)]
kind of cell    Yosys count  count (layout)  share of synthesized area
compound gates           93              93                      0.216
xor+xnor                 54              54                      0.166
fa+ha+maj                27              27                      0.124
buf+inv                 126             214                      0.307
other cells               1              12                    0.00132
simple gates             99              99                      0.186
[final timing paths]
| path | start | to | slack [ns] | cells past startpoint |
|---|---|---|---|---|
| max | instruction_in[8] | SB_type_imm_out[29] | 1.24 | 10 |
| min | pc_in[0] | SB_type_imm_out[0] | 2.80 | 0 |
[stage by stage]
stage	cell area [µm²]	util	setup WS [ns]	power [mW]	instances
2_1_floorplan	2890	-	2.46	0.166	411
3_3_place_gp	4250	0.435	1.21	0.357	632
3_5_place_dp	4250	0.435	1.21	0.357	632
4_1_cts	4250	0.435	1.21	0.360	632
5_1_grt	4250	0.435	1.02	0.390	632
6_report	4250	0.435	1.24	0.351	632
[per-layer routing]
layer,wire [µm],GRT usage
met1,4530,0.172
met2,4570,0.218
met3,1080,0.0438
met4,40,0.00603
met5,0,0
[worst max-delay path: stages]
cell	delay, ns
clkdlybuf4s50_1	0.42
ha_1	0.23
fa_1	0.41
a21o_1	0.21
a21o_1	0.20
a211oi_2	0.30
o211ai_1	0.34
nand4_1	0.23
xnor2_1	0.13
clkdlybuf4s50_1	0.49
[cell type report]
cell class,instances,area share
timing repair buffer,203,0.477
inverter,11,0.00971
tap,133,0.0391
multi-input combinational,285,0.474
[power by group through the flow]
stage     Combinational, mW  Sequential, mW  Clock [mW]
6_report              0.351               0           0
5_1_grt               0.390               0           0
4_1_cts               0.360               0           0
No activity file was given, so power comes from the tool's default toggle rates.
