<file path="flow/design.v">
module native_intf_arb #(
    parameter XLEN = 32
)(
    input                 mem_instr_valid,
    output reg            mem_instr_ready,
    input      [XLEN-1:0] mem_instr_addr,
    output reg [XLEN-1:0] mem_instr_data,   
    output reg            mem_instr_resp,  
    input                 mem_data_wr_valid,
    output reg            mem_data_wr_ready,
    input      [XLEN-1:0] mem_data_wr_addr,
    input      [XLEN-1:0] mem_data_wr_data,
    output reg            mem_data_wr_resp,  
    input                 mem_data_rd_valid,
    output reg            mem_data_rd_ready,
    input      [XLEN-1:0] mem_data_rd_addr,
    output reg [XLEN-1:0] mem_data_resp,  
    output reg            mem_data_rd_resp,  
    output reg            mem_instr_valid_o,
    output reg            mem_instr_o,
    input                 mem_instr_ready_o, 
    output reg [XLEN-1:0] mem_data_addr_o,
    output reg [XLEN-1:0] mem_data_wr_data_o,
    input      [XLEN-1:0] mem_data_rd_data_i,
    output reg [(XLEN/8)-1:0] mem_data_wr_strb_o
);
    always @(*) begin
        mem_instr_ready    = 1'b0;
        mem_data_wr_ready  = 1'b0;
        mem_data_rd_ready  = 1'b0;
        mem_instr_o        = 1'b0;
        mem_instr_valid_o  = 1'b0;
        mem_instr_resp     = 1'b0;
        mem_data_addr_o    = {XLEN{1'b0}};
        mem_data_wr_data_o = {XLEN{1'b0}};
        mem_data_wr_strb_o = {XLEN/8{1'b0}};
        mem_data_resp      = {XLEN{1'b0}};
        mem_data_rd_resp   = 1'b0;
        mem_data_wr_resp   = 1'b0;
        if (mem_data_wr_valid) begin
            mem_data_wr_ready  = 1'b1;
            mem_data_addr_o    = mem_data_wr_addr;
            mem_data_wr_data_o = mem_data_wr_data;
            mem_data_wr_strb_o = {XLEN/8{1'b1}};  
            mem_data_wr_resp   = 1'b1;  
        end else if (mem_data_rd_valid) begin
            mem_data_rd_ready = 1'b1;
            mem_data_addr_o   = mem_data_rd_addr;
            mem_data_resp     = mem_data_rd_data_i;  
            mem_data_rd_resp  = 1'b1;  
        end else if (mem_instr_valid) begin
            if (mem_instr_ready_o) begin
                mem_instr_ready   = 1'b1;
                mem_instr_valid_o = 1'b1;
                mem_instr_o       = 1'b1;
                mem_data_addr_o   = mem_instr_addr;
                mem_instr_data    = mem_data_rd_data_i;  
                mem_instr_resp    = 1'b1;  
            end
        end
    end
endmodule
</file>
<file path="flow/run.sh">
#!/bin/bash
# OpenROAD 26Q1-2900-gdf79404cd8, Yosys 0.63+post, stock flow scripts
make -C /OpenROAD-flow-scripts/flow DESIGN_CONFIG=/design/flow/config.mk WORK_HOME=/design/flow/orfs finish
</file>
<file path="flow/config.mk">
export PLATFORM = sky130hd
export DESIGN_NAME = native_intf_arb
export DESIGN_NICKNAME = native_intf_arb
export VERILOG_FILES = /design/flow/design.v
export SDC_FILE = /design/flow/constraint.sdc
export NUM_CORES = 4
export LEC_CHECK = 1
export CORE_AREA = 10 10 130 130
export DIE_AREA = 0 0 140 140
</file>
<file path="flow/constraint.sdc">
current_design native_intf_arb

set clk_period 5.6
set clk_io_pct 0.2

create_clock -name clk0 -period $clk_period

set non_clock_inputs [all_inputs -no_clocks]
set_input_delay [expr $clk_period * $clk_io_pct] -clock clk0 $non_clock_inputs
set_output_delay [expr $clk_period * $clk_io_pct] -clock clk0 [all_outputs]
</file>
==> results.yml <==
# synthesis and place-and-route metrics
outcome:
  status: "finished clean"
floorplan:
  die_y_microns: 140
  rows: 43
  die_x_microns: 140
  coreArea_sq_um: 14000
  pin_count: 304
  die-area_sq_um: 19600
  fp_util_pct: 11.6
global_route:
  grt_usage_pct: 10.7
  grt_pass1_wl_microns: 17000
  grt_overflow: 0
  grt_max_degree: 72
  antenna_found_initial: 0
  grt_pass1_vias: 2670
synthesis:
  yosysTopAreaCellShare_pct: 36.6
  ys.flop_type: "dlxtn_1"
  edf_count: 0
  common_cells: "95 x and2_1, 32 x a221o_1, 32 x dlxtn_1"
  syn_area_sq_um: 1630
  synth_chip_area_sq_um: 1630
  syn_inst: 191
  top_cells_by_area: "and2_1 37%, dlxtn_1 30%, a221o_1 20%"
  yosysMostFrequentCell: "and2_1"
  synth_flops: 32
  synth_cell_types: 11
  yosysTopAreaCell: "and2_1"
  synth_warnings: 1
  avgSynthCellArea_sq_um: 8.51
  yosys-stat-cells: 191
  synthArstFlopShare_pct: 0
route:
  routedWlPerCell_microns: 17.6
  drt-total-wl_microns: 11500
  drt_iter0_drc: 63
  route.antenna.diode_count: 0
  dr.pass1.iters: 4
  viasPerCell: 3.76
  drc: 0
  via_count: 2447
  ant_nets: 0
cts:
  ctsResizeCount: 0
  postCtsSetupRepairBufs: 0
  ctsHoldBuffers: 0
final_timing:
  hold_viol_final: 0
  setup_viol_count_final: 0
  worst_pin_slew_ps: 651
  unclocked_pins: 32
  fin_crit_sh_pct: 77.5
  tns_ps: 0
  clock.fmax_ghz: 0.231
  relSlewSlack_pct: 56.5
  rsz0062_at_grt: "no"
  untimed_endpoints: 64
  finalMaxSlewViolations: 0
  period_minus_slack_ps: 4340
worst_setup_path:
  crit_path_frequent_cell: "clkdlybuf4s50_1"
  worstSetupPathType: "input port to primary output"
  cp-start-kind: "input port"
  crit_path_cell_trace: "clkdlybuf4s50_1 > nor2b_4 > buf_12 > a221o_1 > clkdlybuf4s50_1"
  cp.arrival_ps: 3220
  crit_slowest_cell: "nor2b_4"
  path_max_fanout: 33
  end_kind: "primary output"
  path_delay_family: "buffers and inverters"
  critical_path_buf_inv_count: 3
  worst_ep_required_time_ps: 4480
  max_stage_delay_ps: 600
placed_design:
  dpl.hpwl_microns: 10300
  io_buffer_count: 304
  place_inst: 650
  gp_congestion: 0.867
power_and_ir_drop:
  pwr-share-clk_pct: 0
  p_comb_share_pct: 93.3
  swShare_pct: 21.0
  pwr-share-seq_pct: 6.7
  p_sw_uw: 63.0
  total_leakage_power_uw: 0.00184
  power.internal_uw: 237
  vdd.ir_drop.worst_v: 0.0000365
  power_density_nw_per_um2: 63.0
finish:
  logic_area_sq_um: 962
  regArea_sq_um: 480
  area_growth_pct: 193
  fillerInstances: 1442
  fin_cells: 650
  largest_reg_flops: 32
  drive_above_1_share_pct: 1.49
flow_run:
  tool_warnings: 32
  max_cap_viol_count: 0
worst_hold_path:
  min_path_type: "input port to primary output"
[cell usage in the layout, fill, tap and decap left out, drive strengths merged]
cell,n
and2,95
clkdlybuf4s50,303
nor4bb,1
nor2b,1
dlxtn,32
a221o,32
and3b,1
inv,1
buf,4
[power groups by stage]
stage         Combinational (uW)  Sequential (uW)  Clock (uW)
CTS                          287             20.1           0
global route                 303             21.0           0
finish                       280             20.0           0
[worst paths after layout]
path  cells after the start         startpoint                 end
min                       3  mem_data_wr_valid   mem_data_rd_ready
max                       5  mem_data_rd_valid  mem_data_addr_o[0]
[layer usage]
layer / vias to the layer above / track usage [%] / wire length, microns
li1: 1205 / - / -
met1: 1082 / 10.5 / 3680
met2: 158 / 20.1 / 6050
met3: 2 / 6.13 / 1710
met4: 0 / 0.163 / 14
met5: - / 0 / 0
[kinds of logic (layout without fill, tap and decap cells)]
group / Yosys count / after routing / share of synthesized area, %
buffers and inverters: 29 / 308 / 12.6
latches: 32 / 32 / 29.6
AND/OR/NAND/NOR: 98 / 98 / 38.1
AND-OR/OR-AND: 32 / 32 / 19.7
[layout make-up]
cell class	count	share of cell area [%]
timing repair buffer	307	64.9
inverter	1	0.0789
tap	180	4.73
multi-input combinational	130	20.2
sequential	32	10.1
[through the flow]
stage / util, % / hold slack (ps) / area (sq um) / setup slack (ps) / power [uW]
3_3_place_gp: 34.0 / 3000 / 4760 / 1260 / 305
4_1_cts: 34.0 / 3000 / 4760 / 1200 / 307
3_5_place_dp: 34.0 / 3010 / 4760 / 1200 / 305
5_1_grt: 34.0 / 3040 / 4760 / 1080 / 325
6_report: 34.0 / 2980 / 4760 / 1260 / 299
2_1_floorplan: - / 2310 / 1630 / 2690 / 68.0
[worst min-delay path, cell delays in order]
cell and delay [ps]:
buf_2 140, nor2b_4 140, clkdlybuf4s50_1 450
No activity file was given, so power comes from the tool's default toggle rates.
